==> design/flow/design.v <==
`timescale 1ns/1ps
module alu(
    clk,             
    rst_n,           
    src1,            
    src2,            
    ALU_control,     
    result,          
    zero,            
    cout,            
    overflow         
);
input clk;
input rst_n;
input [31:0] src1;
input [31:0] src2;
input [3:0] ALU_control;
output [32-1:0] result;
output zero;
output cout;
output overflow;
reg [32-1:0] result;
reg zero, cout, overflow;
wire [31:0] result_temp;
wire [31:0] cout_temp;
wire set;
wire overflow_temp;
        alu_top ALU00(.src1(src1[0]), .src2(src2[0]), .less(set), .A_invert(ALU_control[3]), .B_invert(ALU_control[2]), .cin(ALU_control[2]), .operation(ALU_control[1:0]), .result(result_temp[0]), .cout(cout_temp[0]));
        alu_top ALU01(.src1(src1[1]), .src2(src2[1]), .less(1'b0), .A_invert(ALU_control[3]), .B_invert(ALU_control[2]), .cin(cout_temp[0]), .operation(ALU_control[1:0]), .result(result_temp[1]), .cout(cout_temp[1]));
        alu_top ALU02(.src1(src1[2]), .src2(src2[2]), .less(1'b0), .A_invert(ALU_control[3]), .B_invert(ALU_control[2]), .cin(cout_temp[1]), .operation(ALU_control[1:0]), .result(result_temp[2]), .cout(cout_temp[2]));
        alu_top ALU03(.src1(src1[3]), .src2(src2[3]), .less(1'b0), .A_invert(ALU_control[3]), .B_invert(ALU_control[2]), .cin(cout_temp[2]), .operation(ALU_control[1:0]), .result(result_temp[3]), .cout(cout_temp[3]));
        alu_top ALU04(.src1(src1[4]), .src2(src2[4]), .less(1'b0), .A_invert(ALU_control[3]), .B_invert(ALU_control[2]), .cin(cout_temp[3]), .operation(ALU_control[1:0]), .result(result_temp[4]), .cout(cout_temp[4]));
        alu_top ALU05(.src1(src1[5]), .src2(src2[5]), .less(1'b0), .A_invert(ALU_control[3]), .B_invert(ALU_control[2]), .cin(cout_temp[4]), .operation(ALU_control[1:0]), .result(result_temp[5]), .cout(cout_temp[5]));
        alu_top ALU06(.src1(src1[6]), .src2(src2[6]), .less(1'b0), .A_invert(ALU_control[3]), .B_invert(ALU_control[2]), .cin(cout_temp[5]), .operation(ALU_control[1:0]), .result(result_temp[6]), .cout(cout_temp[6]));
        alu_top ALU07(.src1(src1[7]), .src2(src2[7]), .less(1'b0), .A_invert(ALU_control[3]), .B_invert(ALU_control[2]), .cin(cout_temp[6]), .operation(ALU_control[1:0]), .result(result_temp[7]), .cout(cout_temp[7]));
        alu_top ALU08(.src1(src1[8]), .src2(src2[8]), .less(1'b0), .A_invert(ALU_control[3]), .B_invert(ALU_control[2]), .cin(cout_temp[7]), .operation(ALU_control[1:0]), .result(result_temp[8]), .cout(cout_temp[8]));
        alu_top ALU09(.src1(src1[9]), .src2(src2[9]), .less(1'b0), .A_invert(ALU_control[3]), .B_invert(ALU_control[2]), .cin(cout_temp[8]), .operation(ALU_control[1:0]), .result(result_temp[9]), .cout(cout_temp[9]));
        alu_top ALU10(.src1(src1[10]), .src2(src2[10]), .less(1'b0), .A_invert(ALU_control[3]), .B_invert(ALU_control[2]), .cin(cout_temp[9]), .operation(ALU_control[1:0]), .result(result_temp[10]), .cout(cout_temp[10]));
        alu_top ALU11(.src1(src1[11]), .src2(src2[11]), .less(1'b0), .A_invert(ALU_control[3]), .B_invert(ALU_control[2]), .cin(cout_temp[10]), .operation(ALU_control[1:0]), .result(result_temp[11]), .cout(cout_temp[11]));
        alu_top ALU12(.src1(src1[12]), .src2(src2[12]), .less(1'b0), .A_invert(ALU_control[3]), .B_invert(ALU_control[2]), .cin(cout_temp[11]), .operation(ALU_control[1:0]), .result(result_temp[12]), .cout(cout_temp[12]));
        alu_top ALU13(.src1(src1[13]), .src2(src2[13]), .less(1'b0), .A_invert(ALU_control[3]), .B_invert(ALU_control[2]), .cin(cout_temp[12]), .operation(ALU_control[1:0]), .result(result_temp[13]), .cout(cout_temp[13]));
        alu_top ALU14(.src1(src1[14]), .src2(src2[14]), .less(1'b0), .A_invert(ALU_control[3]), .B_invert(ALU_control[2]), .cin(cout_temp[13]), .operation(ALU_control[1:0]), .result(result_temp[14]), .cout(cout_temp[14]));
        alu_top ALU15(.src1(src1[15]), .src2(src2[15]), .less(1'b0), .A_invert(ALU_control[3]), .B_invert(ALU_control[2]), .cin(cout_temp[14]), .operation(ALU_control[1:0]), .result(result_temp[15]), .cout(cout_temp[15]));
        alu_top ALU16(.src1(src1[16]), .src2(src2[16]), .less(1'b0), .A_invert(ALU_control[3]), .B_invert(ALU_control[2]), .cin(cout_temp[15]), .operation(ALU_control[1:0]), .result(result_temp[16]), .cout(cout_temp[16]));
        alu_top ALU17(.src1(src1[17]), .src2(src2[17]), .less(1'b0), .A_invert(ALU_control[3]), .B_invert(ALU_control[2]), .cin(cout_temp[16]), .operation(ALU_control[1:0]), .result(result_temp[17]), .cout(cout_temp[17]));
        alu_top ALU18(.src1(src1[18]), .src2(src2[18]), .less(1'b0), .A_invert(ALU_control[3]), .B_invert(ALU_control[2]), .cin(cout_temp[17]), .operation(ALU_control[1:0]), .result(result_temp[18]), .cout(cout_temp[18]));
        alu_top ALU19(.src1(src1[19]), .src2(src2[19]), .less(1'b0), .A_invert(ALU_control[3]), .B_invert(ALU_control[2]), .cin(cout_temp[18]), .operation(ALU_control[1:0]), .result(result_temp[19]), .cout(cout_temp[19]));
        alu_top ALU20(.src1(src1[20]), .src2(src2[20]), .less(1'b0), .A_invert(ALU_control[3]), .B_invert(ALU_control[2]), .cin(cout_temp[19]), .operation(ALU_control[1:0]), .result(result_temp[20]), .cout(cout_temp[20]));
        alu_top ALU21(.src1(src1[21]), .src2(src2[21]), .less(1'b0), .A_invert(ALU_control[3]), .B_invert(ALU_control[2]), .cin(cout_temp[20]), .operation(ALU_control[1:0]), .result(result_temp[21]), .cout(cout_temp[21]));
        alu_top ALU22(.src1(src1[22]), .src2(src2[22]), .less(1'b0), .A_invert(ALU_control[3]), .B_invert(ALU_control[2]), .cin(cout_temp[21]), .operation(ALU_control[1:0]), .result(result_temp[22]), .cout(cout_temp[22]));
        alu_top ALU23(.src1(src1[23]), .src2(src2[23]), .less(1'b0), .A_invert(ALU_control[3]), .B_invert(ALU_control[2]), .cin(cout_temp[22]), .operation(ALU_control[1:0]), .result(result_temp[23]), .cout(cout_temp[23]));
        alu_top ALU24(.src1(src1[24]), .src2(src2[24]), .less(1'b0), .A_invert(ALU_control[3]), .B_invert(ALU_control[2]), .cin(cout_temp[23]), .operation(ALU_control[1:0]), .result(result_temp[24]), .cout(cout_temp[24]));
        alu_top ALU25(.src1(src1[25]), .src2(src2[25]), .less(1'b0), .A_invert(ALU_control[3]), .B_invert(ALU_control[2]), .cin(cout_temp[24]), .operation(ALU_control[1:0]), .result(result_temp[25]), .cout(cout_temp[25]));
        alu_top ALU26(.src1(src1[26]), .src2(src2[26]), .less(1'b0), .A_invert(ALU_control[3]), .B_invert(ALU_control[2]), .cin(cout_temp[25]), .operation(ALU_control[1:0]), .result(result_temp[26]), .cout(cout_temp[26]));
        alu_top ALU27(.src1(src1[27]), .src2(src2[27]), .less(1'b0), .A_invert(ALU_control[3]), .B_invert(ALU_control[2]), .cin(cout_temp[26]), .operation(ALU_control[1:0]), .result(result_temp[27]), .cout(cout_temp[27]));
        alu_top ALU28(.src1(src1[28]), .src2(src2[28]), .less(1'b0), .A_invert(ALU_control[3]), .B_invert(ALU_control[2]), .cin(cout_temp[27]), .operation(ALU_control[1:0]), .result(result_temp[28]), .cout(cout_temp[28]));
        alu_top ALU29(.src1(src1[29]), .src2(src2[29]), .less(1'b0), .A_invert(ALU_control[3]), .B_invert(ALU_control[2]), .cin(cout_temp[28]), .operation(ALU_control[1:0]), .result(result_temp[29]), .cout(cout_temp[29]));
        alu_top ALU30(.src1(src1[30]), .src2(src2[30]), .less(1'b0), .A_invert(ALU_control[3]), .B_invert(ALU_control[2]), .cin(cout_temp[29]), .operation(ALU_control[1:0]), .result(result_temp[30]), .cout(cout_temp[30]));
        alu_31 ALU31(.src1(src1[31]), .src2(src2[31]), .less(1'b0), .A_invert(ALU_control[3]), .B_invert(ALU_control[2]), .cin(cout_temp[30]), .operation(ALU_control[1:0]), .result(result_temp[31]), .cout(cout_temp[31]), .set(set), .overflow(overflow_temp));
always@(posedge clk or negedge rst_n) 
begin
	if(!rst_n) begin
        result = 0;
        zero = 0;
        cout = 0;
        overflow = 0;
	end
	else begin     
        result = result_temp;
        zero = ~(result[0] | result[1] | result[2] | result[3] | result[4] | result[5] | result[6] | result[7] | result[8] | result[9] | result[10] |
	          result[11] | result[12] | result[13] | result[14] | result[15] | result[16] | result[17] | result[18] | result[19] | result[20] |
	          result[21] | result[22] | result[23] | result[24] | result[25] | result[26] | result[27] | result[28] | result[29] | result[30] | result[31]) ;	
        if(ALU_control == 2 || ALU_control == 6)begin
            cout = cout_temp[31];
            overflow = overflow_temp;
        end
        else begin
            cout = 0;    
            overflow = 0;
        end      
    end
end 
endmodule
`timescale 1ns/1ps
module alu_31(
    src1,        
    src2,        
    less,        
    A_invert,    
    B_invert,    
    cin,         
    operation,   
    result,      
    cout,        
    set,         
    overflow     
);
input src1;
input src2;
input less;
input A_invert;
input B_invert;
input cin;
input [1:0] operation;
output result;
output cout;
output set;
output overflow;
reg result, cout, set, overflow;
always@(*) begin       
    case({A_invert , B_invert , operation})
        4'b0000: result = src1 & src2;
        4'b0001: result = src1 | src2;
        4'b0010: begin
        cout = (src1 & src2) | (src1 & cin) | (src2 & cin);
        result = src1 ^ src2 ^ cin;
        overflow = cin ^ cout;
        end
        4'b0110: begin
        cout = (src1 & ~src2) | (src1 & cin) | (~src2 & cin);
        result = src1 ^ (~src2) ^ cin;
        overflow = cin ^ cout;
        end
        4'b1100: result = (~src1) & (~src2);
        4'b0111: begin
        result = less;   
        set = src1 ^ (~src2) ^ cin;
        end     
        default: begin
            result = 1'b0;
        end
    endcase
end
endmodule
`timescale 1ns/1ps
module alu_top(
    src1,        
    src2,        
    less,        
    A_invert,    
    B_invert,    
    cin,         
    operation,   
    result,      
    cout         
);
input src1;
input src2;
input less;
input A_invert;
input B_invert;
input cin;
input [1:0] operation;
output result;
output cout;
reg result, cout;
always@(*) begin       
    case({A_invert , B_invert , operation})
        4'b0000: result = src1 & src2;
        4'b0001: result = src1 | src2;
        4'b0010: begin
        cout = (src1 & src2) | (src1 & cin) | (src2 & cin);
        result = src1 ^ src2 ^ cin;
        end
        4'b0110: begin
        cout = (src1 & ~src2) | (src1 & cin) | (~src2 & cin);
        result = src1 ^ (~src2) ^ cin;
        end
        4'b1100: result = (~src1) & (~src2);
        4'b0111: begin
        cout = (src1 & ~src2) | (src1 & cin) | (~src2 & cin);
        result = less;   
        end     
        default: begin
            result = 1'b0;
        end
    endcase
end
endmodule
==> design/flow/run.sh <==
#!/bin/bash
# OpenROAD 26Q1-2900-gdf79404cd8, Yosys 0.63+post, stock flow scripts
make -C /OpenROAD-flow-scripts/flow DESIGN_CONFIG=/design/flow/config.mk WORK_HOME=/design/flow/orfs finish
==> design/flow/config.mk <==
export PLATFORM = sky130hd
export DESIGN_NAME = alu
export DESIGN_NICKNAME = alu
export VERILOG_FILES = /design/flow/design.v
export SDC_FILE = /design/flow/constraint.sdc
export NUM_CORES = 4
export LEC_CHECK = 1
export CORE_UTILIZATION = 40
==> design/flow/constraint.sdc <==
current_design alu

set clk_period 1.0
set clk_io_pct 0.2

create_clock -name clk0 -period $clk_period [get_ports {clk}]

set non_clock_inputs [all_inputs -no_clocks]
set_input_delay [expr $clk_period * $clk_io_pct] -clock clk0 $non_clock_inputs
set_output_delay [expr $clk_period * $clk_io_pct] -clock clk0 [all_outputs]
==> flow_summary.ini <==
; synthesis and place-and-route metrics
[global_routing]
grt-ovfl-total = 0
antenna_found_initial = 0
grt_pass1_wl_mm = 25.25
grt_usage = 0.3009
grt_start_max_net_pins = 36
grt_pass1_vias = 4671

[sta]
setup_viol = 34
rsz0062_at_grt = true
unclocked_regs = 34
min_period_ns = 1.662
finalHoldViolCount = 35
tns_ns = -5.333
holdWs_ns = -0.1404
slew_violations = 0
finalCritPeriodShare = 1.662
clock.fmax_ghz = 0.6015
tightestPinTransition_ns = 0.9691
untimed_endpoints = 34
slew_headroom = 0.3496
setup_ws_ns = -0.6625

[job]
warnings = 33
maxCapViolCount = 0

[finish]
register_area_um2 = 1386
fill_cells = 668
largest_register_ff_count = 32
postLayoutCoreUtil = 0.7395
area_delta_synth_final_pct = 80.30
layout-drive-gt1-share = 0.5402
layoutNonFillerInstCount = 849
mi_logic_area_um2 = 3854

[clock_network]
cts_max_path_buffers = 2
cts_tree = done
path_clk_slew_ns = 0.08
h-tree-depth = 2
cts_buffers = 5
cts-root-buf = clkbuf_8

[worst_setup_path]
worstSetupStartpoint = src1[15]
cp_top_family = simple AND/OR/NAND/NOR gates
cp-start-kind = input port
worstSetupPathDepth = 8
cpPeakStageDelay_ns = 0.58
critPathSlowestCell = or4_1
critPathKind = input port to flop
required_ns = 1.23
end_kind = flop
cp.buffers_inverters = 2
crit_chain = clkdlybuf4s15_1 -> buf_6 -> xnor2_4 -> xnor2_2 -> or4_1 -> a21oi_2 -> a41oi_2 -> nor3_2
crit_arrival_ns = 1.89
path_max_fanout = 2
cp-endpoint = zero

[route]
wl_per_cell_um = 19.57
vias = 4723
totalWireLength_mm = 16.61
vias_per_cell = 5.563
drtIter0Drc = 230
n_antenna_cell = 0
dr.pass1.iters = 5
ant_nets = 0
drc = 0

[floorplan]
die-width_um = 107.2
pin_count = 105
core_area_um2 = 10790
num_rows = 38
dieHeight_um = 107.2
dieArea_um2 = 11490
fp_util = 0.4102

[power]
leakage_nw = 3.568
ir_drop_mv = 0.4770
powerDensity_nw_per_um2 = 888.3
p_total_mw = 7.090

[logic_synthesis]
ff_type = dfrtp_1
avgSynthCellArea_um2 = 9.665
synth_top_area_share = 0.1979
synth-edff-count = 0
yosys.cell_types.count = 53
yosys-top-cells-area = dfrtp_1 20%, maj3_1 13%, xnor2_1 13%
synth_area_um2 = 4427
yosys_warnings = 3
synth_flops = 69
top_area_cell = dfrtp_1
yosys_area_um2 = 4427
ys_cells = 458
ys_async_sr_fraction = 0.5072
synthCells = 458

[place]
gp_congestion = 0.9267
place_ws_ns = -1.433
numPortBuffers = 104
dp.cells = 797
hpwl_mm = 10.48

[worst_hold_path]
hp-class = input port to asynchronous set/reset pin

[status]
violations = negative hold slack, negative setup slack
status = complete, but fails checks
stage by stage:
step                hold WS, ns  cell area [um^2]
floorplan              -0.09559              4661
global placement         0.1790              6645
detailed placement       0.1921              6645
CTS                     -0.1363              7722
global route            -0.1260              7981
finish                  -0.1404              7981
how the worst min path moves through the flow:
stage         start          to  slack, ns  cells past startpoint
finish        rst_n  result[23]      -0.14                      2
global route  rst_n  result[27]      -0.13                      2
CTS           rst_n  result[23]      -0.14                      2
Yosys cell counts, drive strengths merged, types with 8 or more instances:
cell     n
a21oi   13
xor3    10
maj3    60
nor2    26
nor3    13
dfrtp   35
nor4    12
xnor2   67
dlxtn   31
clkbuf  11
a22oi   24
o21ai   23
buf     15
o211ai   8
nand2   32
logic make-up (layout without fill, tap and decap cells):
group	after synthesis	after routing	share of synthesized area
latches	34	34	0.1153
AND-OR/OR-AND	87	87	0.1312
AND/OR/NAND/NOR	113	114	0.1326
adder cells (fa/ha/maj)	64	64	0.1507
flip-flops	35	35	0.1979
XOR/XNOR	90	90	0.2306
multiplexers	4	4	0.009327
buffers and inverters	31	281	0.03250
routing by layer:
metal	vias up	wire length (um)	track usage
met5	-	0	0
met4	0	438	0.08415
met3	34	1220	0.04526
li1	2172	-	-
met1	2307	7117	0.4529
met2	210	7837	0.4668
cell type report:
cell class                 instances  area share
tap                              140     0.02195
clock buffer                       6    0.009092
inverter                           5    0.002979
sequential                        69      0.1737
multi-input combinational        359      0.4828
timing repair buffer             270      0.3095
where the power goes:
part	switching (mW)	internal, mW
clock network	0.583	0.466
registers	0.144	1.76
logic	1.81	2.33
placed cells by master, fill, tap and decap left out, types with 5 or more instances in the layout:
cell	netlist	layout
buf_6	2	42
o21ai_1	0	15
dlxtn_1	31	31
nand4_1	5	5
o21ai_2	0	5
dlygate4sd2_1	0	36
xor3_2	0	8
nand2_1	32	25
xnor3_2	0	5
a21oi_2	0	10
a22oi_2	0	23
maj3_2	1	19
buf_2	10	45
nor2_1	26	24
buf_8	0	7
nand2_2	0	6
nor4_4	0	8
xnor2_4	0	12
xnor2_1	67	40
buf_12	0	14
xnor2_2	0	15
clkbuf_2	0	5
dfrtp_1	35	35
clkbuf_8	0	5
nor3_1	12	9
o211ai_1	8	8
maj3_1	59	41
buf_4	0	108
what timing repair did:
item / 4_1_cts / 5_1_grt
endpoints found under the setup margin: 70 / 43
setup buffers: 33 / 12
gates resized: 428 / 69
hold endpoints to repair: 35 / 35
pin swaps: 100 / 43
gates cloned: 7 / 0
Power figures rest on the tool's default switching activity, not on a simulated workload.
